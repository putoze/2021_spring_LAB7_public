**design/flow/run.sh**
```bash
#!/bin/bash
# OpenROAD 26Q1-2900-gdf79404cd8, Yosys 0.63+post, stock flow scripts
make -C /OpenROAD-flow-scripts/flow DESIGN_CONFIG=/design/flow/config.mk WORK_HOME=/design/flow/orfs finish
```
**design/flow/config.mk**
```make
export PLATFORM = sky130hd
export DESIGN_NAME = CLK_3_MODULE
export DESIGN_NICKNAME = CLK_3_MODULE
export VERILOG_FILES = /design/flow/design.v
export SDC_FILE = /design/flow/constraint.sdc
export NUM_CORES = 4
export LEC_CHECK = 1
export CORE_AREA = 10 10 138 138
export DIE_AREA = 0 0 148 148
```
**design/flow/constraint.sdc**
```tcl
current_design CLK_3_MODULE

set clk_period 1.0
set clk_io_pct 0.2

create_clock -name clk0 -period $clk_period [get_ports {clk_3}]

set non_clock_inputs [all_inputs -no_clocks]
set_input_delay [expr $clk_period * $clk_io_pct] -clock clk0 $non_clock_inputs
set_output_delay [expr $clk_period * $clk_io_pct] -clock clk0 [all_outputs]
```
**design/flow/design.v**
```verilog
module CLK_1_MODULE(
	clk_1,
	clk_2,
	rst_n,
	in_valid,
	in,
	mode,
	operator,
	clk1_in_0,  clk1_in_1,  clk1_in_2,  clk1_in_3,  clk1_in_4,  clk1_in_5,  clk1_in_6,  clk1_in_7,  clk1_in_8,  clk1_in_9, 
	clk1_in_10, clk1_in_11, clk1_in_12, clk1_in_13, clk1_in_14, clk1_in_15, clk1_in_16, clk1_in_17, clk1_in_18, clk1_in_19,
	clk1_op_0,  clk1_op_1,  clk1_op_2,  clk1_op_3,  clk1_op_4,  clk1_op_5,  clk1_op_6,  clk1_op_7,  clk1_op_8,  clk1_op_9, 
	clk1_op_10, clk1_op_11, clk1_op_12, clk1_op_13, clk1_op_14, clk1_op_15, clk1_op_16, clk1_op_17, clk1_op_18, clk1_op_19,
	clk1_expression_0, clk1_expression_1, clk1_expression_2,
	clk1_operators_0, clk1_operators_1, clk1_operators_2,
	clk1_mode,
	clk1_control_signal,
	clk1_flag_0,  clk1_flag_1,  clk1_flag_2,  clk1_flag_3,  clk1_flag_4,  clk1_flag_5,  clk1_flag_6,  clk1_flag_7, 
	clk1_flag_8,  clk1_flag_9,  clk1_flag_10, clk1_flag_11, clk1_flag_12, clk1_flag_13, clk1_flag_14, clk1_flag_15, 
	clk1_flag_16, clk1_flag_17, clk1_flag_18, clk1_flag_19
);
input clk_1, clk_2, rst_n;
input in_valid, operator, mode;
input [2:0] in;
output reg [2:0] clk1_in_0,  clk1_in_1,  clk1_in_2,  clk1_in_3,  clk1_in_4,  clk1_in_5,  clk1_in_6,  clk1_in_7,  clk1_in_8,  clk1_in_9, 
				 clk1_in_10, clk1_in_11, clk1_in_12, clk1_in_13, clk1_in_14, clk1_in_15, clk1_in_16, clk1_in_17, clk1_in_18, clk1_in_19;
output reg clk1_op_0,  clk1_op_1,  clk1_op_2,  clk1_op_3,  clk1_op_4,  clk1_op_5,  clk1_op_6,  clk1_op_7,  clk1_op_8,  clk1_op_9, 
		   clk1_op_10, clk1_op_11, clk1_op_12, clk1_op_13, clk1_op_14, clk1_op_15, clk1_op_16, clk1_op_17, clk1_op_18, clk1_op_19;
output reg [59:0] clk1_expression_0, clk1_expression_1, clk1_expression_2;
output reg [19:0] clk1_operators_0, clk1_operators_1, clk1_operators_2;
output reg clk1_mode;
output reg [19:0] clk1_control_signal;
output reg clk1_flag_0,  clk1_flag_1,  clk1_flag_2,  clk1_flag_3,  clk1_flag_4,  clk1_flag_5,  clk1_flag_6,  clk1_flag_7, 
	   	   clk1_flag_8,  clk1_flag_9,  clk1_flag_10, clk1_flag_11, clk1_flag_12, clk1_flag_13, clk1_flag_14, clk1_flag_15, 
	   	   clk1_flag_16, clk1_flag_17, clk1_flag_18, clk1_flag_19;
integer i;
genvar idx;
reg in_valid_r, operator_r, mode_r;
reg [2:0] in_r;
reg is_finish_r;
wire in_valid_w, operator_w, mode_w;
wire [2:0] in_w;
wire is_finish_w;
always @(posedge clk_1 or negedge rst_n) begin
	if (!rst_n) 	in_valid_r <= 0 ;
	else 			in_valid_r <= in_valid ;
end
always @(posedge clk_1 or negedge rst_n) begin
	if (!rst_n) 			operator_r <= 0 ;
	else begin
		if (in_valid==1)	operator_r <= operator ;
		else 				operator_r <= 0 ;
	end
end
always @(posedge clk_1 or negedge rst_n) begin
	if (!rst_n) 			mode_r <= 0 ;
	else begin
		if (in_valid==1 && in_valid_r==0)	mode_r <= mode ;
		else 				mode_r <= 0 ;
	end
end
always @(posedge clk_1 or negedge rst_n) begin
	if (!rst_n) 			in_r <= 0 ;
	else begin
		if (in_valid==1)	in_r <= in ;
		else 				in_r <= 0 ;
	end
end
always @(posedge clk_1 or negedge rst_n) begin
	if (!rst_n) 			is_finish_r <= 0 ;
	else begin
		if (in_valid==0 && in_valid_r==1)	is_finish_r <= 1 ;
		else 				is_finish_r <= 0 ;
	end
end
syn_XOR syn_in_valid( .IN(in_valid_r) , .OUT(in_valid_w) , .TX_CLK(clk_1) , .RX_CLK(clk_2) , .RST_N(rst_n) );
syn_XOR syn_operator( .IN(operator_r) , .OUT(operator_w) , .TX_CLK(clk_1) , .RX_CLK(clk_2) , .RST_N(rst_n) );
syn_XOR syn_mode( .IN(mode_r) , .OUT(mode_w) , .TX_CLK(clk_1) , .RX_CLK(clk_2) , .RST_N(rst_n) );
generate
for( idx=0 ; idx<3 ; idx=idx+1 )
	syn_XOR syn_in( .IN(in_r[idx]) , .OUT(in_w[idx]) , .TX_CLK(clk_1) , .RX_CLK(clk_2) , .RST_N(rst_n) );
endgenerate
syn_XOR syn_is_finish( .IN(is_finish_r) , .OUT(is_finish_w) , .TX_CLK(clk_1) , .RX_CLK(clk_2) , .RST_N(rst_n) );
always @(posedge clk_2 or negedge rst_n) begin
	if (!rst_n) 	clk1_flag_0 <= 0 ;
	else 			clk1_flag_0 <= in_valid_w ;
end
always @(posedge clk_2 or negedge rst_n) begin
	if (!rst_n)		clk1_op_0 <= 0 ;
	else 			clk1_op_0 <= operator_w ;
end
always @(posedge clk_2 or negedge rst_n) begin
	if (!rst_n) 	clk1_mode <= 0 ;
	else 			clk1_mode <= mode_w ;
end
always @(posedge clk_2 or negedge rst_n) begin
	if (!rst_n) 	clk1_in_0 <= 0 ;
	else 			clk1_in_0 <= in_w ;
end
always @(posedge clk_2 or negedge rst_n) begin
	if (!rst_n) 	clk1_flag_1 <= 0 ;
	else 			clk1_flag_1 <= is_finish_w ;
end
endmodule
module CLK_2_MODULE( 
			clk_2,
			clk_3,
			rst_n,
			clk1_in_0, clk1_in_1, clk1_in_2, clk1_in_3, clk1_in_4, clk1_in_5, clk1_in_6, clk1_in_7, clk1_in_8, clk1_in_9, 
			clk1_in_10, clk1_in_11, clk1_in_12, clk1_in_13, clk1_in_14, clk1_in_15, clk1_in_16, clk1_in_17, clk1_in_18, clk1_in_19,
			clk1_op_0, clk1_op_1, clk1_op_2, clk1_op_3, clk1_op_4, clk1_op_5, clk1_op_6, clk1_op_7, clk1_op_8, clk1_op_9, 
			clk1_op_10, clk1_op_11, clk1_op_12, clk1_op_13, clk1_op_14, clk1_op_15, clk1_op_16, clk1_op_17, clk1_op_18, clk1_op_19,
			clk1_expression_0, clk1_expression_1, clk1_expression_2,
			clk1_operators_0, clk1_operators_1, clk1_operators_2,
			clk1_mode,
			clk1_control_signal,
			clk1_flag_0, clk1_flag_1, clk1_flag_2, clk1_flag_3, clk1_flag_4, clk1_flag_5, clk1_flag_6, clk1_flag_7, 
			clk1_flag_8, clk1_flag_9, clk1_flag_10, clk1_flag_11, clk1_flag_12, clk1_flag_13, clk1_flag_14, 
			clk1_flag_15, clk1_flag_16, clk1_flag_17, clk1_flag_18, clk1_flag_19,
			clk2_out_0, clk2_out_1, clk2_out_2, clk2_out_3,
			clk2_mode,
			clk2_control_signal,
			clk2_flag_0, clk2_flag_1, clk2_flag_2, clk2_flag_3, clk2_flag_4, clk2_flag_5, clk2_flag_6, clk2_flag_7
			);
input clk_2, clk_3, rst_n;
input [2:0] clk1_in_0, clk1_in_1, clk1_in_2, clk1_in_3, clk1_in_4, clk1_in_5, clk1_in_6, clk1_in_7, clk1_in_8, clk1_in_9, 
	 	    clk1_in_10, clk1_in_11, clk1_in_12, clk1_in_13, clk1_in_14, clk1_in_15, clk1_in_16, clk1_in_17, clk1_in_18, clk1_in_19;
input clk1_op_0, clk1_op_1, clk1_op_2, clk1_op_3, clk1_op_4, clk1_op_5, clk1_op_6, clk1_op_7, clk1_op_8, clk1_op_9, 
  	  clk1_op_10, clk1_op_11, clk1_op_12, clk1_op_13, clk1_op_14, clk1_op_15, clk1_op_16, clk1_op_17, clk1_op_18, clk1_op_19;
input [59:0] clk1_expression_0, clk1_expression_1, clk1_expression_2;
input [19:0] clk1_operators_0, clk1_operators_1, clk1_operators_2;
input clk1_mode;
input [19 :0] clk1_control_signal;
input clk1_flag_0, clk1_flag_1, clk1_flag_2, clk1_flag_3, clk1_flag_4, clk1_flag_5, clk1_flag_6, clk1_flag_7, 
	  clk1_flag_8, clk1_flag_9, clk1_flag_10, clk1_flag_11, clk1_flag_12, clk1_flag_13, clk1_flag_14, 
	  clk1_flag_15, clk1_flag_16, clk1_flag_17, clk1_flag_18, clk1_flag_19;
output reg [63:0] clk2_out_0, clk2_out_1, clk2_out_2, clk2_out_3;
output reg clk2_mode;
output reg [8:0] clk2_control_signal;
output reg clk2_flag_0, clk2_flag_1, clk2_flag_2, clk2_flag_3, clk2_flag_4, clk2_flag_5, clk2_flag_6, clk2_flag_7;
integer i;
genvar idx;
localparam IDLE    = 4'b0000;
localparam RD      = 4'b0001;
localparam OP_SR   = 4'b0010;   
localparam CAL     = 4'b0100;   
localparam DATA_WB = 4'b1000;
parameter OP_ADD = 3'b000 ;
parameter OP_SUB = 3'b001 ;
parameter OP_MUL = 3'b010 ;
parameter OP_ABS = 3'b011 ;
parameter OP_TWO = 3'b100 ;
parameter  STATE = 4;
reg [18:0] op_addr_r;
reg signed [31:0] data_r [0:18];
reg [4:0] cnt;
reg [3:0] cnt_op;
reg [2:0] op_reg;
reg mode_r;
reg signed [31:0] data_a_r;
reg signed [31:0] data_b_r;
reg [STATE-1:0] current_state,next_state;
reg  signed [31:0] cal_result;
wire signed [31:0] add_result = data_a_r + data_b_r;
wire signed [31:0] sub_result = data_a_r - data_b_r;
reg  [31:0] data_out_r;
wire [31:0] data_out_w;
reg  out_valid_r;
wire out_valid_w;
reg  is_op;
wire is_done = cnt_op == 'd0;
always @(posedge clk_2 or negedge rst_n) begin
	if (!rst_n) 	current_state <= IDLE ;
	else 			current_state <= next_state ;
end
always @(*) begin 
	case (current_state)
		IDLE:     next_state = RD;
		RD:       next_state = clk1_flag_1 ? OP_SR : RD;
		OP_SR:    next_state = is_op ? CAL : OP_SR;
		CAL:      next_state = DATA_WB;
		DATA_WB : next_state = is_done ? IDLE : OP_SR;
		default : next_state = IDLE;
	endcase
end
always @(posedge clk_2 or negedge rst_n) begin 
	if(~rst_n) begin
		mode_r <= 0;
	end 
	else if(clk1_mode) begin
		mode_r <= 1;
	end
	else if(current_state == IDLE) begin
		mode_r <= 0;
	end
end
always @(*) begin
	if(current_state[1]) begin
		is_op = op_addr_r[cnt] ? 1 : 0;
	end
	else begin
		is_op = 0;
	end
end
always @(posedge clk_2 or negedge rst_n) begin 
	if(~rst_n) begin
		op_addr_r <= 'd0;
	end 
	else begin
		if(clk1_flag_0) begin
			op_addr_r[cnt] <= clk1_op_0 ? 1 : 0;
		end
		else if(current_state == IDLE) begin
			op_addr_r <= 'd0;
		end
	end
end
always @(posedge clk_2 or negedge rst_n) begin 
	if(~rst_n) begin
		cnt <= 'd0;
	end 
	else begin
		if(clk1_flag_0) begin
			cnt <= cnt + 1;
		end
		else if(clk1_flag_1) begin
			cnt <= mode_r ? 'd2 : cnt - 'd1; 
		end
		else if(current_state[1]) begin
			cnt <= mode_r ? cnt + 'd1 : cnt - 'd1; 
		end
		else if(current_state == IDLE) begin
			cnt <= 'd0;
		end
	end
end
always @(posedge clk_2 or negedge rst_n) begin 
	if(~rst_n) begin
		cnt_op <= 'd0;
	end 
	else begin
		if(clk1_flag_0) begin
			cnt_op <= clk1_op_0 ? cnt_op + 1 : cnt_op;
		end
		else if(is_op) begin
			cnt_op <= cnt_op - 1;
		end
	end
end
always @(posedge clk_2 or negedge rst_n) begin 
	if(~rst_n) begin
		op_reg <= 'd0;
	end 
	else begin
		if(current_state[1]) begin
			op_reg <= data_r[cnt];
		end
	end
end
always @(posedge clk_2 or negedge rst_n) begin 
	if(~rst_n) begin
		for(i=0;i<20;i=i+1) begin
			data_r[i] <= 32'd0;
		end
	end 
	else begin
		if(clk1_flag_0) begin
			data_r[cnt] <= clk1_in_0;
		end
		else if(current_state[3]) begin
			case (mode_r)
				1:
				begin
					data_r[cnt-1] <= data_a_r;
					for(i=0;i<17;i=i+1) begin
						if((i+3) < cnt) begin
							data_r[i+2] <= data_r[i];
						end
					end
				end
				default : 
				begin
					data_r[cnt+1] <= data_a_r;
					for(i=0;i<16;i=i+1) begin
						if((15-i) > cnt) begin
							data_r[16-i] <= data_r[18-i];
						end
					end
				end
			endcase
		end
		else if(current_state == IDLE) begin
			for(i=0;i<20;i=i+1) begin
				data_r[i] <= 32'd0;
			end
		end
	end
end
always @(posedge clk_2 or negedge rst_n) begin 
	if(~rst_n) begin
		data_a_r <= 'd0;
	end 
	else begin
		if(current_state[1]) begin
			data_a_r <= mode_r ? data_r[cnt -2] : data_r[cnt + 1];
		end
		else if(current_state[2]) begin
			data_a_r <= cal_result;   
		end
	end
end
always @(posedge clk_2 or negedge rst_n) begin 
	if(~rst_n) begin
		data_b_r <= 'd0;
	end 
	else begin
		if(current_state[1]) begin
			data_b_r <= mode_r ? data_r[cnt - 1] : data_r[cnt + 2];
		end
	end
end
always @(*) begin 
	case (op_reg)
		OP_ADD : cal_result = add_result ;
		OP_SUB : cal_result = sub_result ;
		OP_MUL : cal_result = data_a_r * data_b_r ;
		OP_ABS : cal_result = (add_result >= 0) ? add_result : add_result*(-1) ;
		OP_TWO : cal_result = sub_result <<< 1 ;
		default :cal_result = 0 ;
	endcase
end
always @(posedge clk_2 or negedge rst_n) begin 
	if(~rst_n) begin
		data_out_r <= 'd0;
	end 
	else begin
		if(current_state[3] & is_done) begin
			data_out_r <= data_a_r;
		end
		else begin
			data_out_r <= 'd0;
		end
	end
end
always @(posedge clk_2 or negedge rst_n) begin 
	if(~rst_n) begin
		out_valid_r <= 0;
	end 
	else begin
		if(current_state[3] & is_done) begin
			out_valid_r <= 1;
		end
		else begin
			out_valid_r <= 0;
		end
	end
end
syn_XOR syn_out_valid( .IN(out_valid_r) , .OUT(out_valid_w) , .TX_CLK(clk_2) , .RX_CLK(clk_3) , .RST_N(rst_n) );
generate
for( idx=0 ; idx<32 ; idx=idx+1 )
	syn_XOR syn_out( .IN(data_out_r[idx]) , .OUT(data_out_w[idx]) , .TX_CLK(clk_2) , .RX_CLK(clk_3) , .RST_N(rst_n) );
endgenerate
always @(posedge clk_3 or negedge rst_n) begin
	if (!rst_n) 	clk2_flag_0 <= 0 ;
	else 			clk2_flag_0 <= out_valid_w ;
end
always @(posedge clk_3 or negedge rst_n) begin
	if (!rst_n)		clk2_out_0 <= 0 ;
	else 			clk2_out_0 <= { {32{data_out_w[31]}} , data_out_w } ;
end
endmodule
module CLK_3_MODULE ( 
			clk_3,
			rst_n,
			clk2_out_0,clk2_out_1,clk2_out_2,clk2_out_3,
			clk2_mode, 
			clk2_control_signal,
			clk2_flag_0,clk2_flag_1,clk2_flag_2,clk2_flag_3, 
            clk2_flag_4,clk2_flag_5,clk2_flag_6,clk2_flag_7,
			out_valid,
			out
			);
input clk_3;
input rst_n;
input [63:0] clk2_out_0,clk2_out_1,clk2_out_2,clk2_out_3;
input clk2_mode;
input [8:0] clk2_control_signal;
input clk2_flag_0,clk2_flag_1,clk2_flag_2,clk2_flag_3,clk2_flag_4,clk2_flag_5,clk2_flag_6,clk2_flag_7;
output reg out_valid;
output reg [63:0] out;
always @(posedge clk_3 or negedge rst_n) begin
	if (!rst_n) 	out_valid <= 0 ;
	else 			out_valid <= clk2_flag_0 ;
end
always @(posedge clk_3 or negedge rst_n) begin
	if (!rst_n) 				out <= 0 ;
	else begin
		if (clk2_flag_0==1)		out <= clk2_out_0 ;
		else 					out <= 0 ;
	end
end
endmodule
```
==> GITHUB_STEP_SUMMARY <==
### Metrics collected by this job

| Metric | Value |
|---|---|
| Post-synthesis cell type count | `3` |
| Final Non-Filler Cells | `497` |
| Crit path max-delay family | `flip-flops` |
| Power per cell area | `1795 nW/um^2` |
| Final worst setup slack | `-48.89 ps` |
| Die W | `148 um` |
| Internal cell power | `5520 uW` |
| Number of global-route vias before repair | `1787` |
| Unrepaired setup endpoints after global routing | `yes` |
| Final Hold Viols | `0` |
| Sequential share of the synthesized area | `76.11%` |
| Post-place setup slack | `-72.07 ps` |
| Post-Synthesis Cells | `135` |
| Max Slew Vio Count | `0` |
| Leak Pwr | `0.001818 uW` |
| Worst hold slack | `238.8 ps` |
| Tcrit/Tclk final | `104.9%` |
| # rows | `46` |
| Post-Syn Area | `2137 um^2` |
| Synth warn | `1` |
| Placer congestion estimate | `0.7437` |
| Clock transition at the registers of the reported paths | `50 ps` |
| Multiplexer share | `0%` |
| Crit path required time | `800 ps` |
| Maximum fanout along the worst path | `1` |
| Simple-Gate Area Share | `22.48%` |
| Minimum clock period | `1049 ps` |
| Yosys Instances | `135` |
| Initial antenna violation count | `2` |
| Worst-path cell chain | `buf_2` |
| Via/cell ratio | `3.028` |
| Critical path's largest stage delay | `390 ps` |
| Die height | `148 um` |
| Worst vdd ir | `764.5 uV` |
| TritonCTS Buffers | `9` |
| Layout area overhead | `77.34%` |
| Comb power frac | `9.4%` |
| Sequential share of power | `41.2%` |
| Rel. slew slack | `85.53%` |
| Area fraction in xor and xnor cells | `0%` |
| Critical Path Slowest Stage Cell | `dfrtp_1` |
| Share of cells above drive strength 1 | `52.50%` |
| H-tree depth | `3` |
| Drt first pass iters | `3` |
| Failing checks | `setup timing` |
| Complex Gates by Area | `0%` |
| Final setup viols | `24` |
| Worst min path class | `input pin to async pin` |
| Total power | `6803 uW` |
| Syn avg cell area | `15.83 um^2` |
| Yosys chip area | `2137 um^2` |
| Most frequent logic cell in the layout | `dfrtp_1` |
| Clock power frac | `49.5%` |
| Total GRT Usage | `7.354%` |
| Worst endpoint data arrival time | `850 ps` |
| Core Box Area | `16000 um^2` |
| DPL Wire Length | `6.360 mm` |
| Sw Pwr | `1283 uW` |
| Drt first-iter violations | `61` |
| Drt wl/cell | `16.13 um` |
| Worst Tran Pin Value | `217.1 ps` |
| Root Driver | `clkbuf_16` |
| CP Capture Type | `output pin` |
| Top logic family | `simple AND/OR/NAND/NOR gates` |
| Largest net degree at the start of global routing | `66` |
| Critical path depth | `1` |
| DRC Markers | `0` |
| Sw Ratio | `18.86%` |
| Crit Path Class | `register to output pin` |
| Status | `finished with violations` |
| Max Cap Violations | `0` |
| Tool warnings | `236` |
| Port Buf Inserts | `131` |
| Vias | `1505` |
| Startpoint class of the critical path | `register` |
| Highest clock rate | `953.4 MHz` |
| Setup Buffers After CTS | `0` |
| Adder share | `0%` |
| First-pass GRT wire length | `11.92 mm` |
| Total wire length | `8.015 mm` |
| Post-route cell area | `3790 um^2` |
| Ports | `341` |
| WP buf/inv | `1` |
| Clk sinks | `65` |
| GRT overflow | `0` |
| CTS tree | `yes` |
| Flops after synth | `65` |
| Post-placement cell count | `479` |
| Most numerous logic cells after layout | `65 x dfrtp_1, 64 x and2_2, 64 x clkdlybuf4s50_1` |
| Placement Cell Area | `3741 um^2` |
| Chip area | `21900 um^2` |
| FP Util | `13.36%` |
| Final ANT Viol Nets | `0` |
| CTS Buffer Depth | `2` |
-- sequential cells by signal (all words and copies together), names as in the netlist --
name	cells
out_valid	1
out	64
-- worst paths after layout --
kind / start / to / slack, ps
worst max-delay path: out[49]$_DFF_PN0_ / out[49] / -50
worst min-delay path: rst_n / out[40]$_DFF_PN0_ / 240
min in group clk0: clk2_flag_0 / out_valid$_DFF_PN0_ / 250
max in group asynchronous: rst_n / out[46]$_DFF_PN0_ / 380
-- cell usage after synthesis --
cell	instances	area [um^2]
clkbuf_2	6	30.03
and2_2	64	480.5
dfrtp_1	65	1627
-- power groups by stage --
stage | sequential [uW] | clock, uW | combinational [uW]
5_1_grt | 2810 | 3610 | 716
4_1_cts | 2800 | 3510 | 654
6_report | 2800 | 3370 | 637
-- kinds of logic after synthesis --
kind of cell	after synthesis
buf+inv	6
simple gates	64
flops	65
-- layer usage --
metal	wire [um]	vias up	global-route usage, %
met1	2886	716	8.016
met5	13	-	0
met3	1561	13	6.944
li1	-	689	-
met4	123	2	0.9911
met2	3430	85	10.48
-- stage by stage --
step	utilization (%)	setup TNS, ps
after floorplan	-	0
after global placement	23.38	-775.1
after detailed placement	23.38	-635.9
after CTS	23.48	-1704
after global routing	23.67	-2553
final	23.69	-411.0
-- final cells by class --
class,count,area (um^2)
antenna,1,2.502
clock buffer,14,264.0
clock inverter,2,60.06
fill,1727,12210
multi-input combinational,64,480.5
sequential,65,1627
tap,216,270.3
timing repair buffer,135,1086
-- repair_timing --
| action | in CTS | in global routing |
|---|---|---|
| endpoints found under the setup margin | 65 | 65 |
| hold endpoints to repair | 65 | 0 |
| gates resized | 225 | 5 |
| cloned | 0 | 0 |
| hold buffers | 1 | 0 |
Power and IR drop assume default switching activity.
